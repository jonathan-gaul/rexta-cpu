## /design/flow/design.v

```verilog
package rexta;
	typedef enum logic [3:0] {
		ALU_ADD  = 4'b0000,
		ALU_SUB  = 4'b0001,
		ALU_SLT  = 4'b0010,
		ALU_SLTU = 4'b0011,
		ALU_AND  = 4'b0100,
		ALU_OR   = 4'b0101,
		ALU_XOR  = 4'b0111
	} alu_op_t;
	typedef enum logic [6:0] {
		OP_REG_REG = 7'b0110011,  
		OP_REG_IMM = 7'b0010011,  
		OP_LUI     = 7'b0110111,
		OP_LOAD    = 7'b0000011,  
    	OP_STORE   = 7'b0100011,  
		OP_AUIPC   = 7'b0010111,  
		OP_JAL     = 7'b1101111,
		OP_JALR    = 7'b1100111,
		OP_BRANCH  = 7'b1100011
	} cpu_op_t;
	typedef enum logic [1:0] {
		WB_ALU = 2'b00,
    	WB_MEM = 2'b01,
    	WB_PC4 = 2'b10,
		WB_LUI = 2'b11
	} wb_sel_t;
endpackage
module system_bus (
    input  logic [31:0] addr,
    input  logic [31:0] wdata,
    input  logic        we,
    output logic [31:0] rdata,
    output logic        ready,
    output logic        rom_sel,
    input  logic        rom_ready,
    output logic [31:0] rom_addr,
    input  logic [31:0] rom_rdata,
    output logic        stack_sel,
    input  logic        stack_ready,
    output logic        stack_we,
    output logic [31:0] stack_addr,
    input  logic [31:0] stack_rdata,
    output logic [31:0] stack_wdata,
    output logic        io_sel,
    input  logic        io_ready,
    output logic        io_we,
    output logic [31:0] io_addr,
    input  logic [31:0] io_rdata,
    output logic [31:0] io_wdata  
);
    assign stack_wdata = wdata;
    assign io_wdata    = wdata;
    always_comb begin
        rom_sel     = 1'b0;
        stack_sel   = 1'b0;
        io_sel      = 1'b0;
        rdata       = 32'h0;
        ready       = 1'b1;
		rom_addr    = 32'h0;
		stack_addr  = 32'h0;
		io_addr     = 32'h0;
        stack_we    = 1'b0;
        io_we       = 1'b0;
        casez (addr)
            32'h0000_0???: begin
                rom_sel   = 1'b1;
                rdata     = rom_rdata;
                rom_addr  = addr;
                ready     = rom_ready;
            end
            32'h1000_0???: begin
                stack_sel  = 1'b1;
                stack_addr = addr[11:0];
                stack_we   = we;
                rdata      = stack_rdata;
                ready      = stack_ready;
            end
            32'hFF??_????: begin
                io_sel    = 1'b1;
                io_we     = we;
                io_addr   = addr[23:0];
                rdata     = io_rdata;
                ready     = io_ready;
            end
            default: begin
                rdata = 32'hDEADBEEF; 
                ready = 1'b1;
            end
        endcase
    end
endmodule
```

## /design/flow/run.sh

```bash
#!/bin/bash
# OpenROAD 26Q1-2900-gdf79404cd8, Yosys 0.63+post, stock flow scripts
make -C /OpenROAD-flow-scripts/flow DESIGN_CONFIG=/design/flow/config.mk WORK_HOME=/design/flow/orfs finish
```

## /design/flow/config.mk

```make
export PLATFORM = sky130hd
export DESIGN_NAME = system_bus
export DESIGN_NICKNAME = system_bus
export VERILOG_FILES = /design/flow/design.v
export SDC_FILE = /design/flow/constraint.sdc
export NUM_CORES = 4
export LEC_CHECK = 1
export CORE_AREA = 10 10 146 146
export DIE_AREA = 0 0 156 156
```

## /design/flow/constraint.sdc

```tcl
current_design system_bus

set clk_period 10.0
set clk_io_pct 0.2

create_clock -name clk0 -period $clk_period

set non_clock_inputs [all_inputs -no_clocks]
set_input_delay [expr $clk_period * $clk_io_pct] -clock clk0 $non_clock_inputs
set_output_delay [expr $clk_period * $clk_io_pct] -clock clk0 [all_outputs]
```

==> impl_metrics.yaml <==
# generated from flow reports
layout:
  nClkBuffers: 0
  fillCellCount: 2034
  flops: 0
  comb_area_um2: 1390
  fin_area_um2: 3890
  synthToLayoutAreaGrowth_pct: 75.0
  drive_above_1_share_pct: 7.36
  ff_latch_area_um2: 0
routing:
  vias: 2285
  firstDrtPassIters: 4
  ant_nets: 0
  wl_per_cell_um: 16.1
  drtIter0Drc: 55
  wirelength_mm: 10.7
  drc: 0
  antenna_cells: 0
  post_drt_via_cell_ratio: 3.44
synth:
  yosysChipArea_um2: 2220
  synthXorXnorAreaFrac_pct: 0
  synth.cells.most_frequent: "113 x buf_4, 37 x and2_1, 34 x nand2_1"
  aoi_share_pct: 15.7
  syn_inst: 297
  top_area_share_pct: 38.2
  ys_cells: 297
  synth.comb.largest_family: "buffers and inverters"
  postSynthSeqShare_pct: 0
  simple_gate_area_share_pct: 23.5
  netlist_area_um2: 2220
  postSynthAreaPerCell_um2: 7.49
  most_common_cell: "buf_4"
  mux_share_pct: 14.9
  yosys.cell_types.count: 24
  ys_warn_count: 1
  top_cells_by_area: "buf_4 38%, mux2i_1 15%, o211ai_2 12%, and2_1 10%, nand2_1 5.7%"
  synth_adder_area_share_pct: 0
  top_area_cell: "buf_4"
floorplan:
  coreArea_um2: 18100
  chipHeight_um: 156
  initCoreUtil_pct: 12.3
  dieArea_um2: 24300
  fp-row-count: 49
  ioPinCount: 362
  die_w_um: 156
worst_setup_path:
  critPathMaxStageDelay_ns: 0.53
  crit_slowest_cell: "nor2_4"
  cp_max_fo: 36
  start_kind: "input pin"
  crit_family: "buffers and inverters"
  crit_path_end_kind: "output pin"
  cp_cell_sequence: "clkdlybuf4s50_1 -> nand4_1 -> nor2_4 -> buf_4 -> o21bai_4 -> buf_4 -> o211ai_2 -> clkdlybuf4s50_1"
  arrival_ns: 4.89
  path_class: "input pin to output pin"
  crit_buf_inv: 4
  required_ns: 8.00
timing:
  fin_crit_ns: 6.89
  timing.fmax_ghz: 0.145
  relSlewSlack_pct: 44.3
  hold_viol_final: 0
  timing.final.crit_share_pct: 68.9
  tightest_slew_ns: 0.832
  rsz0062_at_grt: "false"
  finalWorstSetupSlack_ns: 3.11
  setup_viol: 0
  slew_violations: 0
  final.setup.tns_ns: 0
pwr:
  leakagePower_nw: 1.45
  ir_drop_uv: 20.2
  p_per_area_nw_per_um2: 19.1
  internal_power_w: 0.0000530
  swShare_pct: 28.7
  comb_power_share_pct: 100.0
  power.switching_w: 0.0000213
  seq_power_share_pct: 0
  clkPwrFrac_pct: 0
placed_design:
  placed_cell_area_um2: 3890
  gp_congestion: 0.806
  dp_slack_ns: 3.02
  dp_hpwl_mm: 9.15
  port_buffers: 218
global_routing:
  top_usage_layer: "met2"
  use_met1_pct: 8.73
  grt_pass1_vias: 2620
  met2_usage_pct: 14.1
  gr-usage-met3_pct: 3.44
  grt_usage_pct: 7.92
  grt_max_degree: 49
  antenna_found_initial: 0
  grt_overflow: 0
  grt_pass1_wl_mm: 15.4
hold_path:
  hp-class: "input pin to output pin"
flow_run:
  warnings: 32
  cap_violations: 0
clock_tree:
  cts_hold_buf: 0
  cts_resized: 0
  post-cts-setup-buffers: 0
run_status:
  status: "completed"
## cells in the final DEF (no fill, tap or decap)
master | Yosys | layout
and2_1 | 37 | 37
and2_2 | 1 | 1
and3_1 | 13 | 13
buf_2 | 3 | 1
buf_4 | 113 | 5
clkdlybuf4s50_1 | 0 | 217
conb_1 | 1 | 48
mux2i_1 | 33 | 33
nand2_1 | 34 | 34
nand3_1 | 1 | 1
nand4_1 | 2 | 2
nor2_1 | 1 | 1
nor2_4 | 1 | 1
nor3_1 | 2 | 2
nor4_1 | 4 | 4
o211ai_1 | 3 | 3
o211ai_2 | 22 | 22
o21ai_1 | 8 | 8
o21bai_4 | 0 | 1
or2_2 | 0 | 1
## metrics by stage
stage	util (%)	std cells	total power, W	hold slack (ns)
global route	21.5	664	0.0000803	4.00
detailed placement	21.5	664	0.0000753	4.00
floorplan	-	344	0.0000443	4.06
CTS	21.5	664	0.0000757	4.00
finish	21.5	664	0.0000743	4.00
global placement	21.5	664	0.0000755	4.00
## metal layers
layer  wire length [um]  vias up
met5                  0        -
met2               5290      175
met4                129        0
met1               4010      975
met3               1240       20
li1                   -     1115
## area by class of cell
class | count | area share, %
Timing Repair Buffer | 223 | 56.9
Multi-Input combinational cell | 212 | 35.7
Tap cell | 229 | 7.37
## cell families after synthesis
family	count (synthesis)
buffers and inverters	132
and+or+nand+nor	97
AOI/OAI and AO/OA	34
muxes	33
other	1
## power by group through the flow
stage / Combinational [W] / Sequential (W) / Clock [W]
finish: 0.0000743 / 0 / 0
global route: 0.0000803 / 0 / 0
CTS: 0.0000757 / 0 / 0
## worst paths after layout
kind	depth (start not counted)	startpoint	to	slack, ns
setup / recovery	8	addr[26]	rdata[28]	3.11
hold / removal	0	wdata[14]	io_wdata[14]	4.00
No activity file was given, so power comes from the tool's default toggle rates.
