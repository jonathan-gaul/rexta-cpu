==> /design/flow/design.v <==
package rexta;
	typedef enum logic [3:0] {
		ALU_ADD  = 4'b0000,
		ALU_SUB  = 4'b0001,
		ALU_SLT  = 4'b0010,
		ALU_SLTU = 4'b0011,
		ALU_AND  = 4'b0100,
		ALU_OR   = 4'b0101,
		ALU_XOR  = 4'b0111
	} alu_op_t;
	typedef enum logic [6:0] {
		OP_REG_REG = 7'b0110011,  
		OP_REG_IMM = 7'b0010011,  
		OP_LUI     = 7'b0110111,
		OP_LOAD    = 7'b0000011,  
    	OP_STORE   = 7'b0100011,  
		OP_AUIPC   = 7'b0010111,  
		OP_JAL     = 7'b1101111,
		OP_JALR    = 7'b1100111,
		OP_BRANCH  = 7'b1100011
	} cpu_op_t;
	typedef enum logic [1:0] {
		WB_ALU = 2'b00,
    	WB_MEM = 2'b01,
    	WB_PC4 = 2'b10,
		WB_LUI = 2'b11
	} wb_sel_t;
endpackage
module registers (
    input  logic clk,
    input  logic reset,
    input  logic we,
    input  logic [4:0]  read_addr1,  
	output logic [31:0] read_data1,  
    input  logic [4:0]  read_addr2,  
	output logic [31:0] read_data2,  
    input  logic [4:0]  write_addr,  
    input  logic [31:0] write_data   
);
    (* ramstyle = "logic" *) logic [31:0] regs [1:31];
    assign read_data1 = (read_addr1 == 5'd0) ? 32'd0 : regs[read_addr1];
    assign read_data2 = (read_addr2 == 5'd0) ? 32'd0 : regs[read_addr2];
    always_ff @(posedge clk or posedge reset) begin
        if (reset) begin
            for (int i = 1; i < 32; i++) regs[i] <= 32'h0;   
        end else begin
            if (we && write_addr != 5'd0) begin
                regs[write_addr] <= write_data;
            end
        end
    end
endmodule
==> /design/flow/run.sh <==
#!/bin/bash
# OpenROAD 26Q1-2900-gdf79404cd8, Yosys 0.63+post, stock flow scripts
make -C /OpenROAD-flow-scripts/flow DESIGN_CONFIG=/design/flow/config.mk WORK_HOME=/design/flow/orfs finish
==> /design/flow/config.mk <==
export PLATFORM = sky130hd
export DESIGN_NAME = registers
export DESIGN_NICKNAME = registers
export VERILOG_FILES = /design/flow/design.v
export SDC_FILE = /design/flow/constraint.sdc
export NUM_CORES = 4
export LEC_CHECK = 1
export CORE_UTILIZATION = 30
==> /design/flow/constraint.sdc <==
current_design registers

set clk_period 7.8
set clk_io_pct 0.2

create_clock -name clk0 -period $clk_period [get_ports {clk}]

set non_clock_inputs [all_inputs -no_clocks]
set_input_delay [expr $clk_period * $clk_io_pct] -clock clk0 $non_clock_inputs
set_output_delay [expr $clk_period * $clk_io_pct] -clock clk0 [all_outputs]
==> results.txt <==
run results: global-route wire length before repair=343000 µm, Slowest-stage cell, CP=clkdlybuf4s50_1, PD cells=250 nW/µm², CP Capture Type=output port, post-route core utilization=35.4%, Late-Pin Clk Latency=0.73 ns, Worst-path clk slew=0.06 ns, minimum clock period=7.46 ns, hold_buf cts=0, Worst Path Max Fanout=21, gr usage total=30.5%, Detailed Place HPWL=149000 µm, Peak VDD IR=0.168 mV, Synth Cell Area=49300 µm², Adder-Cell Fraction of Synth Area=0%, die y size=407 µm, # clock sinks=992, Initial DRC Count=5414, core area=163000 µm², Log Warnings=38, dpl cell area=54100 µm², GPL Wtd Cong=1.02, Top Metal Used=met5, Fin Setup TNS=0 ns, die area=166000 µm², Post-CTS Setup Repair Bufs=0, antenna violations before repair=13, DRT Wirelength=250000 µm, WL met3=43700 µm, cell count in the Yosys report=4154, Main logic family=multiplexers, CTS Buf Count=107, post-cts sizing count=0, post-route worst setup slack=0.342 ns, Switching Power=4.16 mW, IO Pins=114, mux share=22.9%, per-cell routed wire length=38.5 µm, H-tree lvl count=3, main flop type=dfrtp_1, buffers plus inverters on the worst setup path=3, biggest regs=regs (992), CTS tree=done, num rows=148, cells after synthesis=4154, drt pass-1 iters=7, RSZ-0062 raised after global routing=false, crit share post-route=95.6%, register share after synthesis=50.4%, layout cells sized above 1=35.3%, Registers, synthesis=992, Setup WS pre-CTS=0.615 ns, CP most frequent cell=clkdlybuf4s50_1, Worst Clk Skew=0 ns, static leakage=24.5 nW, Chip Area, Yosys=49300 µm², max reg flops=992, ys async rst share=100%, Internal=10.3 mW, Fill cells=15800, IO buf count=113, combinational share of power=14.0%, met1 WL=87900 µm, CP delay by family, top=buffers and inverters, Pwr Total=14.4 mW, ao+oa area frac=16.2%, Switching Fraction=28.8%, area delta synth->final=17.0%, HP Class=reg2reg, met2 wire len=97900 µm, syn avg cell area=11.9 µm², Fmax achieved=134 MHz, clock power share=36.6%, crit path cell chain=clkdlybuf4s50_1 > nand3b_1 > nor2_4 > buf_4 > a22oi_1 > nand2_1 > nor4_1 > a21oi_1 > clkdlybuf4s50_1, largest net degree at the start of global routing=121, Top reg by flops=regs, synth unique cells=56, Initial Utilization=30.2%, clk root buf=clkbuf_16, Worst EP arrival=5.90 ns, final instance area=57700 µm², Worst Tran Pin Value=1.06 ns, final count of negative-setup-slack endpoints=0, Slew headroom=29.2%, number of flops mapped to enable cells by yosys=0, via/cell ratio=6.58, global route total overflow=0, vias in the first global route=41800, CP Launch Type=input port, xor/xnor share=0%, DRC Markers=0, worst path required time=6.24 ns, crit-path max cell delay=1.12 ns, Final Max Slew Viols=0, sequential power share=49.3%, Synth Warn #=2, antenna-violating nets left=0, simple share=6.56%, Max Root-Sink Buffers=3, number of max-cap violations=0, status=finished, final reports clean, via count=42700, die width=407 µm, CP Class=in2out, count of final hold-check violations=0
==> path summary, 6_finish.rpt <==
kind	from	to	slack [ns]	depth (start not counted)
max	read_addr2[2]	read_data2[9]	0.34	9
min	regs[25][7]	regs[25][7]	0.53	1
max reg2reg	regs[27][18]	regs[27][18]	6.91	1
min reg2reg	regs[25][7]	regs[25][7]	0.53	1
max in group asynchronous	reset	regs[4][12]	4.49	5
min in group asynchronous	reset	regs[18][1]	1.26	3
==> per-stage QoR <==
| stage | std cells | hold WS (ns) |
|---|---|---|
| after floorplan | 4154 | 0.482 |
| after global placement | 6282 | 0.504 |
| after detailed placement | 6282 | 0.508 |
| after CTS | 6475 | 0.523 |
| after global routing | 6475 | 0.539 |
| final | 6485 | 0.527 |
==> placed cells by master (no fill, tap or decap), drive strengths merged, types with 14 or more instances in the layout <==
cell / instances
a22o: 14
nand3: 59
clkinv: 27
a31oi: 17
dfrtp: 992
a21oi: 169
a222oi: 43
a22oi: 798
buf: 262
clkbuf: 147
nor3: 56
nand4: 113
nand2: 173
nor2: 140
a221oi: 20
mux2: 993
nor4: 20
clkdlybuf4s50: 111
==> area by class of cell <==
class / instances / area (µm²) / share of cell area [%]
timing repair buffer: 373 / 3490 / 6.05
clock inverter: 46 / 512 / 0.887
inverter: 4 / 18.8 / 0.0325
sequential: 992 / 24800 / 43.0
antenna: 10 / 25.0 / 0.0434
multi-input combinational: 2738 / 23000 / 39.9
clock buffer: 147 / 3070 / 5.32
tap: 2175 / 2720 / 4.72
==> routing by layer <==
layer  vias up  track usage (%)
met5         -            0.805
met4        24             16.8
met3      1276             20.3
met2      3917             40.1
met1     21400             37.4
li1      16100                -
==> kinds of logic after synthesis <==
kind of cell,count (synthesis)
AOI/OAI and AO/OA,1100
buffers and inverters,424
DFF,992
muxes,1004
and+or+nand+nor,634
==> synthesized netlist by cell type, drive strengths merged, types with 3 or more instances <==
| master | number | share of area (%) |
|---|---|---|
| and2 | 3 | 0.038 |
| or3b | 6 | 0.12 |
| nand2b | 11 | 0.14 |
| a222oi | 43 | 0.87 |
| and3 | 10 | 0.13 |
| nor3 | 56 | 0.59 |
| nand3 | 59 | 0.60 |
| nor2b | 8 | 0.10 |
| nand4 | 113 | 1.4 |
| mux2 | 993 | 23 |
| mux2i | 11 | 0.22 |
| or2 | 5 | 0.063 |
| a221o | 4 | 0.081 |
| clkbuf | 150 | 1.1 |
| a2111oi | 8 | 0.14 |
| nand3b | 10 | 0.18 |
| inv | 4 | 0.030 |
| nor2 | 140 | 1.2 |
| or3 | 4 | 0.071 |
| o21ai | 13 | 0.13 |
| and4 | 5 | 0.089 |
| a31oi | 17 | 0.22 |
| a221oi | 20 | 0.36 |
| a32oi | 3 | 0.053 |
| dfrtp | 992 | 50 |
| a22o | 14 | 0.25 |
| a22oi | 798 | 12 |
| nor4 | 20 | 0.25 |
| nor3b | 6 | 0.10 |
| buf | 270 | 2.8 |
| a21oi | 169 | 1.7 |
| nand2 | 173 | 1.3 |
| a41oi | 3 | 0.053 |
==> power groups by stage <==
stage,Sequential (mW),Clock (mW),Combinational (mW)
4_1_cts,7.06,5.29,1.99
5_1_grt,7.21,5.49,2.15
6_report,7.11,5.28,2.02
No activity file was given, so power comes from the tool's default toggle rates.
